==> /design/flow/design.v <==
module VecShiftRegisterParam(  
  input        clock,  
  input        reset,  
  input  [7:0] io_in,  
  output [7:0] io_out  
);
  reg [7:0] delays_0;  
  reg [31:0] _RAND_0;
  reg [7:0] delays_1;  
  reg [31:0] _RAND_1;
  reg [7:0] delays_2;  
  reg [31:0] _RAND_2;
  reg [7:0] delays_3;  
  reg [31:0] _RAND_3;
  reg [7:0] delays_4;  
  reg [31:0] _RAND_4;
  reg [7:0] delays_5;  
  reg [31:0] _RAND_5;
  reg [7:0] delays_6;  
  reg [31:0] _RAND_6;
  reg [7:0] delays_7;  
  reg [31:0] _RAND_7;
  reg [7:0] delays_8;  
  reg [31:0] _RAND_8;
  reg [7:0] delays_9;  
  reg [31:0] _RAND_9;
  assign io_out = delays_9;  
  always @(posedge clock) begin
    if (reset) begin
      delays_0 <= 8'h0;
    end else begin
      delays_0 <= io_in;
    end
    if (reset) begin
      delays_1 <= 8'h0;
    end else begin
      delays_1 <= delays_0;
    end
    if (reset) begin
      delays_2 <= 8'h0;
    end else begin
      delays_2 <= delays_1;
    end
    if (reset) begin
      delays_3 <= 8'h0;
    end else begin
      delays_3 <= delays_2;
    end
    if (reset) begin
      delays_4 <= 8'h0;
    end else begin
      delays_4 <= delays_3;
    end
    if (reset) begin
      delays_5 <= 8'h0;
    end else begin
      delays_5 <= delays_4;
    end
    if (reset) begin
      delays_6 <= 8'h0;
    end else begin
      delays_6 <= delays_5;
    end
    if (reset) begin
      delays_7 <= 8'h0;
    end else begin
      delays_7 <= delays_6;
    end
    if (reset) begin
      delays_8 <= 8'h0;
    end else begin
      delays_8 <= delays_7;
    end
    if (reset) begin
      delays_9 <= 8'h0;
    end else begin
      delays_9 <= delays_8;
    end
  end
endmodule
==> /design/flow/run.sh <==
#!/bin/bash
# OpenROAD 26Q1-2900-gdf79404cd8, Yosys 0.63+post, stock flow scripts
make -C /OpenROAD-flow-scripts/flow DESIGN_CONFIG=/design/flow/config.mk WORK_HOME=/design/flow/orfs finish
==> /design/flow/config.mk <==
export PLATFORM = sky130hd
export DESIGN_NAME = VecShiftRegisterParam
export DESIGN_NICKNAME = VecShiftRegisterParam
export VERILOG_FILES = /design/flow/design.v
export SDC_FILE = /design/flow/constraint.sdc
export NUM_CORES = 4
export LEC_CHECK = 1
export CORE_UTILIZATION = 50
==> /design/flow/constraint.sdc <==
current_design VecShiftRegisterParam

set clk_period 1.0
set clk_io_pct 0.2

create_clock -name clk0 -period $clk_period [get_ports {clock}]

set non_clock_inputs [all_inputs -no_clocks]
set_input_delay [expr $clk_period * $clk_io_pct] -clock clk0 $non_clock_inputs
set_output_delay [expr $clk_period * $clk_io_pct] -clock clk0 [all_outputs]
==> results.txt <==
Results of the run.

The flow ran to the end, and the final reports show no timing, DRC or antenna violations. The count of standard-cell rows is 23. The worst-case max-slew headroom was logged as 79.4%.

The cell type of the slowest stage on the worst timing path is sky130_fd_sc_hd__dfxtp_1. The number of distinct library cell variants in the gate-level netlist after synthesis is 3. The chip area estimate from yosys synthesis is 0.00214 mm2. Routability-driven placement finished with a final weighted congestion of 0.648. According to the floorplan report, the total die area is 0.00455 mm2. The number of standard cells reported by yosys is 168. The post-cts sizing count is 24. The type of destination of the critical path is an output port. The type of the worst setup path is reg2out. Entering global routing, the biggest net connects 81 pins. The synthesis-to-finish area growth is 15.9%. The number of register bits inferred by synthesis is ~80.

The vertical die dimension reported for this design is 67.5 um. The leakage power is a little over 1 nW. For this design, the sink count on the clock tree is 80. The critical path goes through buf_2. For the pin with the worst max-slew slack, the measured transition is 309 ps. Sequential elements use 74.8% of the synthesized area. From the final report, the count of setup violators was given as 0. The total count of hold-check failures in the final report is 0. The H-tree level count is 3.

The number of warnings the tools reported is 25. The detailed-route vias per instance is about 4.2. The critical path data arrival time is 720 ps.

Of all nets on the critical path, the largest fanout is 1. The setup skew after layout is 3.83 ps. The count of buffers inserted at the top-level ports is 17.

The analysis reports a worst IR drop on VDD of about 1.7 mV. The maximum count of clock buffers along a single path is 2. The core region is a little over 0.004 mm2.

The first-pass GRT wire length is about 3.7 mm. Power spread over the standard cell area amounts to 2170 mW/mm2. The minimum period implied by the final worst setup slack is between 900 and 1000 ps. The total of max-cap violations is 0. The average size of a mapped cell is around 13 um2. The clock latency on the worst-skew pair is 320 ps. The instance count after placement with tap cells included is approximately 230.

The global route stage reports its total congestion overflow as 0. The final cycle utilization of the critical path is 91.9%. The overall die width is approximately 67 um. The number of remaining DRC errors is 0. The final timing report lists a max-slew violation count of 0.

The first-pass iteration count of the detailed router is 2. The pre-CTS setup slack is 55.0 ps. The wire length per cell after detailed routing is 8.55 um.

Summed over all routing layers, the global router reports a total usage of 11.6%. Setup repair after global routing left no endpoint under its margin. The tree is rooted in a sky130_fd_sc_hd__clkbuf_8. By area the synthesized netlist is led by sky130_fd_sc_hd__dfxtp_1, sky130_fd_sc_hd__nor2b_1, sky130_fd_sc_hd__buf_2. The class of the worst hold path is in2reg. The most critical setup path has its startpoint at delays_9[3].

Per the post-synthesis report, the number of cells in the design is 168. The launch point of the worst register-to-register path is recorded as delays_6[7]. Timing would allow up to 1090 MHz. In this run the count of I/O pins placed on the die edge is 18. Nets still carrying antenna violations after routing amount to 0. The via count is 1006. The number of antenna violations at the first check in global routing is 0. The quantity of hold-fixing buffers added after cts is 0. The wire length after detailed routing is 2.07 mm.

TritonCTS built the clock tree. The number of diodes added for antenna fixing is 0. The portion of synthesized cell area occupied by the leading cell type is 74.8%. The netlist area before placement is ~0.0021 mm2.

Warnings reported by Yosys during synthesis add up to 1. The filler cells instantiated in the layout total 304. The final report lists a non-filler cell total of 242. The data required time at the worst endpoint is 800 ps. After the first detailed-routing iteration, the DRC count stood at 45. The number of buffers and inverters on the critical path is 1. The biggest area contributor in the post-synthesis netlist is sky130_fd_sc_hd__dfxtp_1. The cell family contributing the most delay on the critical path is flip-flops. The layout cell share with drive strength beyond 1 is 11.5%. For this run, the slowest stage of the critical path takes 300 ps. The effective utilization at floorplan is 52.8%. The number of setup buffers added after CTS is 0. CTS added clock buffers totalling 9. The worst setup path is launched from a flop. The via count of the first global-routing pass is roughly 900. The startpoint of the most critical hold path is reset. The least setup slack across all paths after layout is approximately 81 ps.

In the CTS report, the clock slew at the register clock pins of the worst setup and hold paths is listed as roughly 70 ps. The final total negative setup slack is 0 ps.
==> where the power goes <==
part / total [mW] / leakage [nW] / switching (mW) / internal (mW)
registers: 3.24 / 0.649 / 0.00834 / 3.24
clock network: 2.01 / 0.0886 / 0.933 / 1.08
logic: 0.121 / 0.269 / 0.0565 / 0.0643
total: 5.38 / 1.01 / 0.998 / 4.38
==> path summary, 6_finish.rpt <==
kind / to / slack, ps / cells past startpoint
worst max-delay path: io_out[3] / 80 / 1
worst min-delay path: delays_8[0] / 350 / 3
worst max register to register: delays_7[7] / 440 / 1
worst min register to register: delays_7[3] / 430 / 1
==> cell usage after synthesis (all sizes together) <==
master and count:
buf 8, dfxtp 80, nor2b 80
==> cells by family after synthesis <==
group         after synthesis  share of synthesized area [%]
buf+inv                     8                           1.87
flops                      80                           74.8
simple gates               80                           23.4
==> per-stage QoR <==
stage / utilization [%] / hold WS (ps) / cell area [um2] / power, mW
final: 61.2 / 346 / 2480 / 5.38
after floorplan: - / 328 / 2140 / 3.39
after detailed placement: 57.9 / 424 / 2350 / 3.44
after global routing: 61.2 / 351 / 2480 / 5.64
after CTS: 61.2 / 344 / 2480 / 5.46
after global placement: 57.9 / 416 / 2350 / 3.44
==> layout by cell type, fill, tap and decap left out <==
cell	n
sky130_fd_sc_hd__dfxtp_1	80
sky130_fd_sc_hd__clkbuf_8	12
sky130_fd_sc_hd__buf_12	1
sky130_fd_sc_hd__clkdlybuf4s50_1	8
sky130_fd_sc_hd__buf_2	9
sky130_fd_sc_hd__nor2b_1	80
sky130_fd_sc_hd__clkbuf_1	2
==> area by class of cell <==
cell class	count	area, um2	area share, %
well taps	50	62.6	2.52
clock buffers	14	173	6.96
repair buffers	18	145	5.85
flip-flops and latches	80	1600	64.5
multi-input cells	80	500	20.2
==> sequential cells by signal, summed over array words and instances, names as in the netlist <==
register  count
delays_5      8
delays_8      8
delays_9      8
delays_0      8
delays_6      8
delays_2      8
delays_1      8
delays_7      8
delays_3      8
delays_4      8
==> per-layer routing <==
metal	global-route usage [%]	vias up	share of wire, %
met1	15.1	439	51
li1	-	539	-
met3	6.85	4	7.7
met4	2.13	0	1.8
met5	0	-	0
met2	17.4	24	40
Power and IR drop assume default switching activity.
