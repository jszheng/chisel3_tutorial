<file path="/design/flow/design.v">
module Memo(  
  input        clock,  
  input        reset,  
  input        io_wen,  
  input  [7:0] io_wrAddr,  
  input  [7:0] io_wrData,  
  input        io_ren,  
  input  [7:0] io_rdAddr,  
  output [7:0] io_rdData  
);
  reg [7:0] mem [0:255];  
  reg [31:0] _RAND_0;
  wire [7:0] mem__T_21_data;  
  wire [7:0] mem__T_21_addr;  
  wire [7:0] mem__T_19_data;  
  wire [7:0] mem__T_19_addr;  
  wire  mem__T_19_mask;  
  wire  mem__T_19_en;  
  assign mem__T_21_addr = io_rdAddr;
  assign mem__T_21_data = mem[mem__T_21_addr];  
  assign mem__T_19_data = io_wrData;
  assign mem__T_19_addr = io_wrAddr;
  assign mem__T_19_mask = 1'h1;
  assign mem__T_19_en = io_wen;
  assign io_rdData = io_ren ? mem__T_21_data : 8'h0;  
  always @(posedge clock) begin
    if(mem__T_19_en & mem__T_19_mask) begin
      mem[mem__T_19_addr] <= mem__T_19_data;  
    end
  end
endmodule
</file>
<file path="/design/flow/run.sh">
#!/bin/bash
# OpenROAD 26Q1-2900-gdf79404cd8, Yosys 0.63+post, stock flow scripts
make -C /OpenROAD-flow-scripts/flow DESIGN_CONFIG=/design/flow/config.mk WORK_HOME=/design/flow/orfs finish
</file>
<file path="/design/flow/config.mk">
export PLATFORM = sky130hd
export DESIGN_NAME = Memo
export DESIGN_NICKNAME = Memo
export VERILOG_FILES = /design/flow/design.v
export SDC_FILE = /design/flow/constraint.sdc
export NUM_CORES = 4
export LEC_CHECK = 1
export CORE_UTILIZATION = 50
</file>
<file path="/design/flow/constraint.sdc">
current_design Memo

set clk_period 13.8
set clk_io_pct 0.2

create_clock -name clk0 -period $clk_period [get_ports {clock}]

set non_clock_inputs [all_inputs -no_clocks]
set_input_delay [expr $clk_period * $clk_io_pct] -clock clk0 $non_clock_inputs
set_output_delay [expr $clk_period * $clk_io_pct] -clock clk0 [all_outputs]
</file>
==> impl_results.html <==
<h3>Flow metrics</h3>
<table>
<tr><th>Metric</th><th>Value</th></tr>
<tr><th colspan="2">Worst setup path</th></tr>
<tr><td>CP required</td><td>about 11,000 ps</td></tr>
<tr><td>Class of the most critical setup path</td><td>in -&gt; out</td></tr>
<tr><td>Peak per-stage delay on the critical path</td><td>roughly 700 ps</td></tr>
<tr><td>Crit-path cells</td><td>buf_4 -&gt; buf_4 -&gt; nand2b_4 -&gt; buf_4 -&gt; o221ai_1 -&gt; nor3_1 -&gt; nor4_1 -&gt; o211ai_1 -&gt; nand3b_1 -&gt; o22ai_1 -&gt; clkdlybuf4s50_1</td></tr>
<tr><td>Buf+Inv Stages, Crit Path</td><td>4</td></tr>
<tr><td>Largest fanout on the critical path</td><td>28</td></tr>
<tr><td>Cell with the largest stage delay on the worst path</td><td>o22ai_1</td></tr>
<tr><td>Category of cells accounting for the largest share of critical-path delay</td><td>buffers and inverters</td></tr>
<tr><td>CP endpoint kind</td><td>output port</td></tr>
<tr><td>CP Data Arrival Time</td><td>roughly 7600 ps</td></tr>
<tr><td>Sort of element at the start of the critical path</td><td>input port</td></tr>
<tr><td>Cell type with the highest occurrence count on the critical path</td><td>buf_4</td></tr>
<tr><th colspan="2">Layout</th></tr>
<tr><td>Top Registers</td><td>mem: 2048 flops</td></tr>
<tr><td>Non-filler instance count after layout</td><td>6,496</td></tr>
<tr><td>Largest Register</td><td>mem</td></tr>
<tr><td>Layout area overhead</td><td>11.0%</td></tr>
<tr><td>Most frequent logic cell in the layout</td><td>edfxtp_1</td></tr>
<tr><td>Dominant logic cell types in the final layout</td><td>edfxtp_1, mux2i_1, nor2_1, mux4_2, clkbuf_16</td></tr>
<tr><td>Max FFs per register</td><td>2,048</td></tr>
<tr><td>Fraction of layout instances using a drive strength above 1</td><td>~17%</td></tr>
<tr><th colspan="2">Drt</th></tr>
<tr><td>First-pass iteration count of the detailed router</td><td>6</td></tr>
<tr><td>Violation tally from detailed-route iteration zero</td><td>2,402</td></tr>
<tr><td>Detailed Route WL</td><td>207,000 um</td></tr>
<tr><td>Final ANT Viol Nets</td><td>0</td></tr>
<tr><td>Total vias in the final route</td><td>about 40,000</td></tr>
<tr><td>DR vias/cell</td><td>6.13</td></tr>
<tr><td>Routed wirelength normalized by instance count</td><td>31.8 um</td></tr>
<tr><td>Number of design rule violations left after detail routing</td><td>0</td></tr>
<tr><th colspan="2">Placement</th></tr>
<tr><td>Post-place setup slack</td><td>around 3300 ps</td></tr>
<tr><td>Final estimated routing congestion in global placement</td><td>0.907</td></tr>
<tr><td>Instance count after placement with tap cells included</td><td>6,131</td></tr>
<tr><td>Count of input and output buffers</td><td>34</td></tr>
<tr><td>DPL Wire Length</td><td>129,000 um</td></tr>
<tr><th colspan="2">Clock tree</th></tr>
<tr><td>Setup repair bufs after CTS</td><td>0</td></tr>
<tr><td>TritonCTS clock tree</td><td>built</td></tr>
<tr><td>Clock root cell</td><td>clkbuf_16</td></tr>
<tr><td>Number of levels in the clock H-tree</td><td>4</td></tr>
<tr><td>Maximum clock insertion buffer count</td><td>3</td></tr>
<tr><td>Clock net sink count</td><td>around 2,000</td></tr>
<tr><td>Clock-pin transition on the worst setup and hold timing paths</td><td>60 ps</td></tr>
<tr><td>Num CTS Buffers</td><td>203</td></tr>
<tr><td>Cts hold-fix bufs</td><td>0</td></tr>
<tr><td>Post-CTS sizing</td><td>0</td></tr>
<tr><th colspan="2">Timing</th></tr>
<tr><td>Worst-case setup margin in the final layout</td><td>roughly 3400 ps</td></tr>
<tr><td>RSZ-0062 raised after global routing</td><td>false</td></tr>
<tr><td>Max-slew headroom at the worst pin</td><td>17.2%</td></tr>
<tr><td>Final setup violation count</td><td>0</td></tr>
<tr><td>Worst Hold Margin</td><td>about 2400 ps</td></tr>
<tr><td>Number of hold violations in the final report</td><td>0</td></tr>
<tr><td>Fmax</td><td>0.0962 GHz</td></tr>
<tr><td>Final Max-Slew Violation Tally</td><td>0</td></tr>
<tr><td>Final period utilization</td><td>75.3%</td></tr>
<tr><td>Aggregate negative setup slack</td><td>0 ps</td></tr>
<tr><td>Actual transition at the worst max-transition pin</td><td>1240 ps</td></tr>
<tr><td>Fin crit period</td><td>10,390 ps</td></tr>
<tr><th colspan="2">Floorplan</th></tr>
<tr><td>Io pins</td><td>36</td></tr>
<tr><td>Full die area</td><td>0.163 mm2</td></tr>
<tr><td>CORE AREA</td><td>0.160 mm2</td></tr>
<tr><td>Number of standard-cell rows in the floorplan</td><td>~150</td></tr>
<tr><td>Die height</td><td>404 um</td></tr>
<tr><td>Initial standard-cell utilization of the core</td><td>50.3%</td></tr>
<tr><td>Horiz. Die Dim</td><td>404 um</td></tr>
<tr><th colspan="2">Run</th></tr>
<tr><td>Max cap viols</td><td>0</td></tr>
<tr><td>OpenROAD warning count</td><td>27</td></tr>
<tr><th colspan="2">Yosys</th></tr>
<tr><td>Post-Synth Simple-Gate Area</td><td>3.42%</td></tr>
<tr><td>Chip area estimate from yosys synthesis</td><td>0.0807 mm2</td></tr>
<tr><td>Syn Inst Count</td><td>4,026</td></tr>
<tr><td>Comb area leader</td><td>multiplexers</td></tr>
<tr><td>Mean Syn Cell Area</td><td>~20 um2</td></tr>
<tr><td>Number of unique standard cell types used by synthesis</td><td>67</td></tr>
<tr><td>Fraction of the yosys area taken by sequential cells</td><td>76.2%</td></tr>
<tr><td>Asr flop ratio synth</td><td>0%</td></tr>
<tr><td>Number of synthesized flops with an enable pin</td><td>~2,000</td></tr>
<tr><td>Area fraction in compound gates after synthesis</td><td>3.52%</td></tr>
<tr><td>Register bit total from synthesis</td><td>2,048</td></tr>
<tr><td>Primary flip-flop cell chosen by synthesis mapping</td><td>edfxtp_1</td></tr>
<tr><td>Proportion of synthesized area in mux cells</td><td>14.6%</td></tr>
<tr><td>Yosys cell count</td><td>4,026</td></tr>
<tr><td>Post-synthesis xor/xnor area fraction</td><td>0%</td></tr>
<tr><td>Fa+ha+maj area frac</td><td>0%</td></tr>
<tr><td>Total standard cell area after synthesis</td><td>0.0807 mm2</td></tr>
<tr><td>Tally of yosys warning messages</td><td>1</td></tr>
<tr><th colspan="2">Power</th></tr>
<tr><td>IR Drop Worst-Case VDD</td><td>121 uV</td></tr>
<tr><td>Static leakage power</td><td>0.0284 uW</td></tr>
<tr><td>Power per cell area</td><td>roughly 140 mW/mm2</td></tr>
<tr><td>Overall power consumption</td><td>12,800 uW</td></tr>
<tr><th colspan="2">Global route</th></tr>
<tr><td>Initial antenna violation count</td><td>5</td></tr>
<tr><td>Overall Global Routing Usage</td><td>29.2%</td></tr>
<tr><td>Number of global-route vias before repair</td><td>42,300</td></tr>
<tr><td>Pin count of the biggest net entering global routing</td><td>around 87</td></tr>
<tr><td>Overall overflow remaining after global route</td><td>0</td></tr>
<tr><td>First-pass GRT wire length</td><td>around 300,000 um</td></tr>
<tr><th colspan="2">Worst hold path</th></tr>
<tr><td>Worst hold path class</td><td>in -&gt; reg</td></tr>
<tr><th colspan="2">Status</th></tr>
<tr><td>Run status</td><td>finished, final reports clean</td></tr>
</table>
-- final timing paths --
| check | startpoint | endpoint | slack (ps) | cells after the start |
|---|---|---|---|---|
| worst min-delay path | io_wrData[0] | mem[162][0] | 2400 | 1 |
| worst max-delay path | io_rdAddr[2] | io_rdData[7] | 3410 | 11 |
-- per-layer routing --
layer  vias to the layer above  GRT usage, %  routed length [um]  share of wire, %
met2                      2191          40.2               95500                46
met3                       339          21.6               36100                17
met1                     20200          41.5               69200                33
met5                         -         0.476                 116             0.056
met4                         8          6.13                5840               2.8
li1                      17000             -                   -                 -
-- cell usage after synthesis (14+ instances only) --
cell | instances | area (um2)
o221ai_1 | 73 | 639
mux4_1 | 88 | 2310
o22ai_1 | 87 | 544
buf_4 | 17 | 128
buf_2 | 56 | 280
nand3_1 | 46 | 230
mux4_2 | 279 | 6280
nor2_1 | 314 | 1180
buf_12 | 14 | 280
o21ai_0 | 41 | 205
clkbuf_1 | 94 | 353
nor3_1 | 52 | 260
buf_6 | 17 | 191
nor4_1 | 15 | 93.8
a21oi_1 | 73 | 365
nand2_1 | 136 | 510
mux2i_1 | 312 | 3120
a31oi_1 | 17 | 106
buf_8 | 29 | 435
nand4_1 | 18 | 113
edfxtp_1 | 2048 | 61500
a211oi_1 | 38 | 285
a22oi_1 | 37 | 278
-- layout make-up --
type | count | area [um2]
fillers | 11900 | 70800
multi-input cells | 1728 | 17400
well taps | 2160 | 2700
repair buffers | 192 | 1640
diodes | 2 | 5.00
clock inverters | 102 | 928
clock buffers | 261 | 5400
inverters | 3 | 15.0
flip-flops and latches | 2048 | 61500
-- cells by family after synthesis --
logic type | count (synthesis)
mux | 682
buf+inv | 250
flops | 2048
compound gates | 413
simple gates | 633
-- stage by stage --
stage	util (%)	cell area (um2)
floorplan	-	80700
global placement	51.9	83300
detailed placement	51.9	83300
CTS	55.9	89600
global route	55.9	89600
finish	55.9	89600
-- report_power, final --
part	internal, uW	switching, uW	total [uW]
registers	6860	2.58	6860
clock network	3060	2230	5290
logic	197	433	630
total	10100	2670	12800
No activity file was given, so power comes from the tool's default toggle rates.
